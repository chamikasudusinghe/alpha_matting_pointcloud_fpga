$ cat flow/config.mk
export PLATFORM = sky130hd
export DESIGN_NAME = imem_controller
export DESIGN_NICKNAME = imem_controller
export VERILOG_FILES = /design/flow/design.v
export SDC_FILE = /design/flow/constraint.sdc
export NUM_CORES = 4
export LEC_CHECK = 1
export CORE_UTILIZATION = 50
$ cat flow/run.sh
#!/bin/bash
# OpenROAD 26Q1-2900-gdf79404cd8, Yosys 0.63+post, stock flow scripts
make -C /OpenROAD-flow-scripts/flow DESIGN_CONFIG=/design/flow/config.mk WORK_HOME=/design/flow/orfs finish
$ cat flow/constraint.sdc
current_design imem_controller

set clk_period 5.8
set clk_io_pct 0.2

create_clock -name clk0 -period $clk_period [get_ports {Clk}]

set non_clock_inputs [all_inputs -no_clocks]
set_input_delay [expr $clk_period * $clk_io_pct] -clock clk0 $non_clock_inputs
set_output_delay [expr $clk_period * $clk_io_pct] -clock clk0 [all_outputs]
$ cat flow/design.v
module imem_controller#(parameter WIDTH=8)(
    input Clk,
    input iROMREAD_1, iROMREAD_2, iROMREAD_3, iROMREAD_4, iROMREAD_5, iROMREAD_6, iROMREAD_7, iROMREAD_8,                 
    input coreS_1, coreS_2, coreS_3,coreS_4, coreS_5, coreS_6, coreS_7, coreS_8,                            
    input [WIDTH-1:0] PC_1, PC_2, PC_3,PC_4, PC_5, PC_6, PC_7, PC_8,                             
    input [WIDTH-1:0]INS,                                                
    output reg rEN,                                                      
    output reg [WIDTH-1:0] PC_OUT,                                       
    output reg [WIDTH-1:0]INS_1, INS_2, INS_3,INS_4, INS_5, INS_6, INS_7, INS_8,                    
    output reg imemAV1, imemAV2, imemAV3,imemAV4, imemAV5, imemAV6, imemAV7, imemAV8                        
);
localparam NORMI = 3'b000;
localparam NORMENDI = 3'b001; 
reg [2:0] NEXT_STATE_IC=NORMI;
reg [2:0] STATE_IC=NORMI;
always @(negedge Clk) begin
    STATE_IC = NEXT_STATE_IC;
    case (STATE_IC)
    NORMI:
        if ((coreS_1==0) && (coreS_2==0) && (coreS_3==0) && (coreS_4==0) && (coreS_5==0) && (coreS_6==0) && (coreS_7==0) && (coreS_8==0)) begin
            if(iROMREAD_1==1 && iROMREAD_2==1 && iROMREAD_3==1 && iROMREAD_4==1 && iROMREAD_5==1 && iROMREAD_6==1 && iROMREAD_7==1 && iROMREAD_8==1) begin
                rEN <= 1;
                PC_OUT <= PC_1;
                NEXT_STATE_IC <= NORMENDI;
                imemAV1 <= 1;
                imemAV2 <= 1;
                imemAV3 <= 1;
                imemAV4 <= 1;
                imemAV5 <= 1;
                imemAV6 <= 1;
                imemAV7 <= 1;
                imemAV8 <= 1;
            end
            else begin
                rEN <= 0;
                imemAV1 <= 0;
                imemAV2 <= 0;
                imemAV3 <= 0;
                imemAV4 <= 0;
                imemAV5 <= 0;
                imemAV6 <= 0;
                imemAV7 <= 0;
                imemAV8 <= 0;
                NEXT_STATE_IC <= NORMI;
            end
        end
        else if((coreS_1==0) && (coreS_2==0) && (coreS_3==0) && (coreS_4==0) && (coreS_5==0) && (coreS_6==0) && (coreS_7==0) && (coreS_8==1)) begin
            if(iROMREAD_1==1 && iROMREAD_2==1 && iROMREAD_3==1 && iROMREAD_4==1 && iROMREAD_5==1 && iROMREAD_6==1 && iROMREAD_7==1) begin
               rEN <= 1;
               PC_OUT <= PC_1;
               NEXT_STATE_IC <= NORMENDI;
                imemAV1 <= 1;
                imemAV2 <= 1;
                imemAV3 <= 1;
                imemAV4 <= 1;
                imemAV5 <= 1;
                imemAV6 <= 1;
                imemAV7 <= 1;              
            end
            else begin
                rEN <= 0;
                imemAV1 <= 0;
                imemAV2 <= 0;
                imemAV3 <= 0;
                imemAV4 <= 0;
                imemAV5 <= 0;
                imemAV6 <= 0;
                imemAV7 <= 0;
                NEXT_STATE_IC <= NORMI;
            end
        end
        else if((coreS_1==0) && (coreS_2==0) && (coreS_3==0) && (coreS_4==0) && (coreS_5==0) && (coreS_6==0) && (coreS_7==1) && (coreS_8==1)) begin
            if(iROMREAD_1==1 && iROMREAD_2==1 && iROMREAD_3==1 && iROMREAD_4==1 && iROMREAD_5==1 && iROMREAD_6==1) begin
               rEN <= 1;
               PC_OUT <= PC_1;
               NEXT_STATE_IC <= NORMENDI;
                imemAV1 <= 1;
                imemAV2 <= 1;
                imemAV3 <= 1;
                imemAV4 <= 1;
                imemAV5 <= 1;
                imemAV6 <= 1;
            end
            else begin
                rEN <= 0;
                imemAV1 <= 0;
                imemAV2 <= 0;
                imemAV3 <= 0;
                imemAV4 <= 0;
                imemAV5 <= 0;
                imemAV6 <= 0;
                NEXT_STATE_IC <= NORMI;
            end
        end
        else if((coreS_1==0) && (coreS_2==0) && (coreS_3==0) && (coreS_4==0) && (coreS_5==0) && (coreS_6==1) && (coreS_7==1) && (coreS_8==1)) begin
            if(iROMREAD_1==1 && iROMREAD_2==1 && iROMREAD_3==1 && iROMREAD_4==1 && iROMREAD_5==1) begin
               rEN <= 1;
               PC_OUT <= PC_1;
               NEXT_STATE_IC <= NORMENDI;
                imemAV1 <= 1;
                imemAV2 <= 1;
                imemAV3 <= 1;
                imemAV4 <= 1;
                imemAV5 <= 1;
            end
            else begin
                rEN <= 0;
                imemAV1 <= 0;
                imemAV2 <= 0;
                imemAV3 <= 0;
                imemAV4 <= 0;
                imemAV5 <= 0;
                NEXT_STATE_IC <= NORMI;
            end
        end
        else if((coreS_1==0) && (coreS_2==0) && (coreS_3==0) && (coreS_4==0) && (coreS_5==1) && (coreS_6==1) && (coreS_7==1) && (coreS_8==1)) begin
            if(iROMREAD_1==1 && iROMREAD_2==1 && iROMREAD_3==1 && iROMREAD_4==1) begin
               rEN <= 1;
               PC_OUT <= PC_1;
               NEXT_STATE_IC <= NORMENDI;
                imemAV1 <= 1;
                imemAV2 <= 1;
                imemAV3 <= 1;
                imemAV4 <= 1;
            end
            else begin
                rEN <= 0;
                imemAV1 <= 0;
                imemAV2 <= 0;
                imemAV3 <= 0;
                imemAV4 <= 0;
                NEXT_STATE_IC <= NORMI;
            end
        end
        else if((coreS_1==0) && (coreS_2==0) && (coreS_3==0) && (coreS_4==1) && (coreS_5==1) && (coreS_6==1) && (coreS_7==1) && (coreS_8==1)) begin
            if(iROMREAD_1==1 && iROMREAD_2==1 && iROMREAD_3==1) begin
               rEN <= 1;
               PC_OUT <= PC_1;
               NEXT_STATE_IC <= NORMENDI;
                imemAV1 <= 1;
                imemAV2 <= 1;
                imemAV3 <= 1;
            end
            else begin
                rEN <= 0;
                imemAV1 <= 0;
                imemAV2 <= 0;
                imemAV3 <= 0;
                NEXT_STATE_IC <= NORMI;
            end
        end
        else if((coreS_1==0) && (coreS_2==0) && (coreS_3==1) && (coreS_4==1) && (coreS_5==1) && (coreS_6==1) && (coreS_7==1) && (coreS_8==1)) begin
            if(iROMREAD_1==1 && iROMREAD_2==1) begin
               rEN <= 1;
               PC_OUT <= PC_1;
               NEXT_STATE_IC <= NORMENDI;
                imemAV1 <= 1;
                imemAV2 <= 1;
            end
            else begin
                rEN <= 0;
                imemAV1 <= 0;
                imemAV2 <= 0;
                NEXT_STATE_IC <= NORMI;
            end
        end
        else if((coreS_1==0) && (coreS_2==1) && (coreS_3==1) && (coreS_4==1) && (coreS_5==1) && (coreS_6==1) && (coreS_7==1) && (coreS_8==1)) begin
            if(iROMREAD_1==1) begin
               rEN <= 1;
               PC_OUT <= PC_1;
               NEXT_STATE_IC <= NORMENDI;
                imemAV1 <= 1;
            end
            else begin
                rEN <= 0;
                imemAV1 <= 0;
                NEXT_STATE_IC <= NORMI;
            end
        end
    NORMENDI:
      if((coreS_1==0) && (coreS_2==0) && (coreS_3==0) && (coreS_4==0) && (coreS_5==0) && (coreS_6==0) && (coreS_7==0) && (coreS_8==0)) begin
        INS_1 <= INS;
        INS_2 <= INS;
        INS_3 <= INS;
        INS_4 <= INS;
        INS_5 <= INS;
        INS_6 <= INS;
        INS_7 <= INS;
        INS_8 <= INS;
        imemAV1 <= 1;
        imemAV2 <= 1;
        imemAV3 <= 1;
        imemAV4 <= 1;
        imemAV5 <= 1;
        imemAV6 <= 1;
        imemAV7 <= 1;
        imemAV8 <= 1;
        NEXT_STATE_IC <= NORMI;     
      end
      else if((coreS_1==0) && (coreS_2==0) && (coreS_3==0) && (coreS_4==0) && (coreS_5==0) && (coreS_6==0) && (coreS_7==0) && (coreS_8==1)) begin
        INS_1 <= INS;
        INS_2 <= INS;
        INS_3 <= INS;
        INS_4 <= INS;
        INS_5 <= INS;
        INS_6 <= INS;
        INS_7 <= INS;
        imemAV1 <= 1;
        imemAV2 <= 1;
        imemAV3 <= 1;
        imemAV4 <= 1;
        imemAV5 <= 1;
        imemAV6 <= 1;
        imemAV7 <= 1;
        NEXT_STATE_IC <= NORMI;     
      end
     else if((coreS_1==0) && (coreS_2==0) && (coreS_3==0) && (coreS_4==0) && (coreS_5==0) && (coreS_6==0) && (coreS_7==1) && (coreS_8==1)) begin
        INS_1 <= INS;
        INS_2 <= INS;
        INS_3 <= INS;
        INS_4 <= INS;
        INS_5 <= INS;
        INS_6 <= INS;
        imemAV1 <= 1;
        imemAV2 <= 1;
        imemAV3 <= 1;
        imemAV4 <= 1;
        imemAV5 <= 1;
        imemAV6 <= 1;
        NEXT_STATE_IC <= NORMI;     
      end
      else if((coreS_1==0) && (coreS_2==0) && (coreS_3==0) && (coreS_4==0) && (coreS_5==0) && (coreS_6==1) && (coreS_7==1) && (coreS_8==1)) begin
        INS_1 <= INS;
        INS_2 <= INS;
        INS_3 <= INS;
        INS_4 <= INS;
        INS_5 <= INS;
        imemAV1 <= 1;
        imemAV2 <= 1;
        imemAV3 <= 1;
        imemAV4 <= 1;
        imemAV5 <= 1;
        NEXT_STATE_IC <= NORMI;     
      end
      else if((coreS_1==0) && (coreS_2==0) && (coreS_3==0) && (coreS_4==0) && (coreS_5==1) && (coreS_6==1) && (coreS_7==1) && (coreS_8==1)) begin
        INS_1 <= INS;
        INS_2 <= INS;
        INS_3 <= INS;
        INS_4 <= INS;
        imemAV1 <= 1;
        imemAV2 <= 1;
        imemAV3 <= 1;
        imemAV4 <= 1;
        NEXT_STATE_IC <= NORMI;     
      end
      else if((coreS_1==0) && (coreS_2==0) && (coreS_3==0) && (coreS_4==1) && (coreS_5==1) && (coreS_6==1) && (coreS_7==1) && (coreS_8==1)) begin
        INS_1 <= INS;
        INS_2 <= INS;
        INS_3 <= INS;
        imemAV1 <= 1;
        imemAV2 <= 1;
        imemAV3 <= 1;
        NEXT_STATE_IC <= NORMI;     
      end
      else if((coreS_1==0) && (coreS_2==0) && (coreS_3==1) && (coreS_4==1) && (coreS_5==1) && (coreS_6==1) && (coreS_7==1) && (coreS_8==1)) begin
        INS_1 <= INS;
        INS_2 <= INS;
        imemAV1 <= 1;
        imemAV2 <= 1;
        NEXT_STATE_IC <= NORMI;     
      end
      else if((coreS_1==0) && (coreS_2==1) && (coreS_3==1) && (coreS_4==1) && (coreS_5==1) && (coreS_6==1) && (coreS_7==1) && (coreS_8==1)) begin
        INS_1 <= INS;
        imemAV1 <= 1;
        NEXT_STATE_IC <= NORMI;     
      end
    endcase
end
endmodule
==> results.yml <==
# synthesis and place-and-route metrics
pwr:
  power_frac_seq_pct: 47.0
  power_density_relative_to_cell_area_mw_per_mm2: 261.2
  intPower_w: 0.0009416
  ir_worst_vdd_uv: 224.7
  sw_frac_of_total_pct: 32.83
  p_switching_w: 0.0004602
  power.leakage_nw: 2.284
  clock_power_share_pct: 47.2
  combinationalPowerShare_pct: 5.8
clocking:
  cts_tree: "built"
  numClockSinks: 82
  cts_buffers: 9
  worst_setup_hold_path_clk_slew_ns: 0.04
  cts_hold_buffers: 0
  clkLatencyLatePin_ns: 0.44
  clock_tree.htree_level_count: 3
  clk_root_buffer_cell: "sky130_fd_sc_hd__clkbuf_8"
  clk_path_buf_depth: 2
worst_setup_path:
  critical_path_peak_fanout: 3
  critical_path.cell_chain: "clkdlybuf4s50_1 > or4_4 > or3_1 > nor2_2 > nand2_1 > a21o_1"
  cp_slowest_cell: "sky130_fd_sc_hd__or4_4"
  critical_path_arrival_ns: 2.98
  cp-end-kind: "register"
  cp_slowest_stage_delay_ns: 0.60
  worst_setup_path_start_kind: "input pin"
  crit_type: "in2reg"
  crit_required_ns: 3.06
finish:
  finalNonFillerCells: 525
  final_design_utilization_pct: 89.58
  lay_top_count: "sky130_fd_sc_hd__clkdlybuf4s50_1"
  area_growth_pct: 71.56
  share_of_post_route_cells_with_drive_strength_above_1_pct: 19.33
  mostFrequentLayoutCells: "sky130_fd_sc_hd__clkdlybuf4s50_1 (110), sky130_fd_sc_hd__inv_1 (88), sky130_fd_sc_hd__edfxtp_1 (82)"
  layout.cell_area.non_filler_sq_mm: 0.005366
yosys:
  synth-async-reset-ratio_pct: 0
  mux_area_share_pct: 0
  simple_gate_share_pct: 11.16
  yosys.area.top_type: "sky130_fd_sc_hd__edfxtp_1"
  synth_flops: 82
  ys_cells: 190
  synth.yosys.chip_area_sq_mm: 0.003128
  gate_count_after_technology_mapping: 190
  ys_top_logic_family: "simple AND/OR/NAND/NOR gates"
  synth-edff-count: 82
  netlist-cell-type-count: 47
  xor_xnor_share_of_the_synthesized_area_pct: 0
  ys_sh_adder_pct: 0
  synth.yosys.seq_area_share_pct: 78.72
  yosys_warning_tally: 1
  synth_top_area_share_pct: 78.72
  compound_area_share_pct: 8.240
  synth-main-ff-cell: "sky130_fd_sc_hd__edfxtp_1"
  syn_area_sq_mm: 0.003128
  yosys-top-cells-area: "sky130_fd_sc_hd__edfxtp_1 (79%), sky130_fd_sc_hd__nor2_1 (1.3%), sky130_fd_sc_hd__and2_1 (1.2%), sky130_fd_sc_hd__nand2_1 (1.2%), sky130_fd_sc_hd__a21oi_1 (1.1%)"
  synthesis.area_per_instance_sq_um: 16.46
floorplanning:
  chip_area_sq_mm: 0.006576
  num_io_pins: 170
  initial_core_util_pct: 52.21
  chipWidth_microns: 81.10
  coreArea_sq_mm: 0.005991
  fp.dieH_microns: 81.10
  std_cell_rows: 28
global_route:
  top_usage_layer: "met2"
  globalRouteTotalUtil_pct: 33.15
  global_route.usage.met1_pct: 43.74
  grt_pass1_vias: 2890
  grt_pass1_wl_mm: 14.20
  initial_antenna_violation_count: 0
  grt_max_degree: 19
  use_met2_pct: 45.21
  globalRouteOverflowTotal: 0
  use_met3_pct: 19.95
final_timing:
  worst_clock_skew_ns: 0.04275
  slew_at_the_pin_closest_to_its_max_slew_limit_ns: 0.5043
  hold_violations: 0
  setup_viol: 0
  timing.hold.ws_ns: 0.8960
  rsz0062_at_grt: "false"
  total_count_of_max_transition_violations_in_the_final_report: 0
  slew_headroom_pct: 66.38
  totalNegativeSetupSlack_ns: 0
drt:
  drtAntennaViolNets: 0
  drc_errors: 0
  wl_per_cell_microns: 18.03
  insertedDiodeCount: 0
  drt_wl_total_mm: 9.467
  vias_per_cell: 5.168
  vias: 2713
  drt_pass1_iterations: 4
  dr_iter_0_viols: 149
run:
  max-cap-violations: 0
  warnings: 164
status:
  outcome: "finished, final reports clean"
placement:
  finalWeightedCongestion: 0.8755
  detailed_place_hpwl_mm: 6.066
  dp.cells: 426
  io_buffer_count: 113
  dpl-instance-area_sq_mm: 0.004838
hold_path:
  hold_class: "reg2reg"
==> flip-flops by register name (all words and copies together), names as in the netlist, 8 cells and up <==
register,flops
INS_7,8
INS_4,8
INS_1,8
INS_6,8
INS_2,8
PC_OUT,8
INS_5,8
INS_3,8
INS_8,8
==> cell usage after synthesis, drive strengths merged (2+ instances only) <==
cell and instances:
and4 3, or3 2, and2 6, a21oi 7
nand2b 3, edfxtp 82, o21ai 8, nand4 4
nor3 3, buf 2, nor2 12, clkbuf 3
a21o 2, nand2 10, inv 6, or2 4
o211ai 3, and3 4, a31oi 2, or4 2
nand3 4
==> worst max-delay path, delay by kind of cell <==
| kind | cells | cell delay (ns) |
|---|---|---|
| AND/OR/NAND/NOR | 4 | 1.16 |
| AND-OR/OR-AND | 1 | 0.18 |
| buffers and inverters | 1 | 0.47 |
==> timing repair <==
item / CTS / global route
endpoints found under the setup margin: 28 / 16
pin swaps: 2 / 1
endpoints found under the hold margin: 0 / 0
setup buffers: 0 / 2
resized: 6 / 2
==> final timing paths <==
path | startpoint | end | depth (start not counted) | slack, ns
worst max register to register | NEXT_STATE_IC[0] | PC_OUT[6] | 3 | 4.03
worst min-delay path | NEXT_STATE_IC[0] | imemAV6 | 1 | 0.90
worst min register to register | NEXT_STATE_IC[0] | imemAV6 | 1 | 0.90
worst max-delay path | coreS_1 | imemAV6 | 6 | 0.08
==> metrics by stage <==
stage / setup WS (ns) / total power, W
after floorplan: 0.03098 / 0.0007712
after global placement: -0.5316 / 0.0008308
after detailed placement: -0.5236 / 0.0008319
after CTS: 0.06917 / 0.001423
after global routing: 0.004982 / 0.001495
final: 0.07624 / 0.001402
==> cell type report <==
class	instances	area [sq um]
sequential	82	2462
timing repair buffer	168	1640
multi-input combinational	96	649.4
fill	222	624.3
clock inverter	89	369.1
clock buffer	9	123.9
tap	75	93.84
inverter	6	27.53
==> power groups by stage <==
stage	clock network, W	registers [W]	logic [W]
after CTS	0.000685	0.000658	0.0000805
after global routing	0.000751	0.000657	0.0000877
final	0.000662	0.000658	0.0000815
==> cell families (layout without fill, tap and decap cells) <==
logic type / Yosys count / after routing
flip-flops: 82 / 82
AND-OR/OR-AND: 36 / 36
buffers and inverters: 12 / 272
AND/OR/NAND/NOR: 60 / 60
==> metal layers <==
layer | routed length (microns) | vias to the layer above | share of wire [%]
met4 | 321 | 0 | 3.4
met1 | 3519 | 1216 | 37
li1 | - | 1253 | -
met2 | 4371 | 212 | 46
met3 | 1253 | 32 | 13
met5 | 0 | - | 0
No activity file was given, so power comes from the tool's default toggle rates.
